### flow/run.sh
#!/bin/bash
# OpenROAD 26Q1-2900-gdf79404cd8, Yosys 0.63+post, stock flow scripts
make -C /OpenROAD-flow-scripts/flow DESIGN_CONFIG=/design/flow/config.mk WORK_HOME=/design/flow/orfs finish
### flow/design.v
module counter_decoder (
    input  wire [4:0] count,       
    input  wire       clk,         
    input  wire       rst_n,       
    input  wire       en,          
    output wire [6:0] seg_tens,    
    output wire [6:0] seg_units    
);
    wire [3:0] tens;       
    wire [3:0] units;      
    wire       decode_en;  
    decimal_split count2hex (
        .clk       (clk),
        .rst_n     (rst_n),
        .en        (en),
        .count     (count),
        .decode_en (decode_en),
        .tens      (tens),
        .units     (units)
    );
    hex2seg led7seg_tens (
        .hex (tens),
        .en  (decode_en),
        .seg (seg_tens)
    );
    hex2seg led7seg_units (
        .hex (units),
        .en  (decode_en),
        .seg (seg_units)
    );
endmodule
module decimal_split (
    input  wire       clk,        
    input  wire       rst_n,      
    input  wire       en,         
    input  wire [4:0] count,      
    output wire       decode_en,  
    output wire [3:0] units,      
    output wire [3:0] tens        
);
    reg  [4:0] count_reg;     
    wire       en_count;      
    wire       count_change;  
    reg  [4:0] units_count;   
    reg  [4:0] tens_count;    
    always @(posedge clk or negedge rst_n) begin
        if (!rst_n)
            count_reg <= 5'd0;
        else
            count_reg <= count;
    end
    always @(posedge clk or negedge rst_n) begin
        if (!rst_n)
            units_count <= 4'd0;
        else if (count_change)
            units_count <= count;            
        else if (en & en_count)
            units_count <= units_count - 4'd10;   
        else
            units_count <= units_count;      
    end
    always @(posedge clk or negedge rst_n) begin
        if (!rst_n)
            tens_count <= 4'd0;
        else if (count_change)
            tens_count <= 4'd0;              
        else if (en & en_count)
            tens_count <= tens_count + 1'b1;   
        else
            tens_count <= tens_count;        
    end
    assign count_change = (count != count_reg);             
    assign en_count     = (units_count > 5'd10) ? 1'b1 : 1'b0;   
    assign decode_en    = (~en_count) & en;                 
    assign units        = (~en_count) ? units_count[3:0] : 4'd0;   
    assign tens         = tens_count[3:0];                  
endmodule
module FSM (
    input  wire       clk,           
    input  wire       rst_n,         
    input  wire       finish,        
    input  wire       pre_last,      
    output wire       green_light,   
    output wire       yellow_light,  
    output wire       red_light,     
    output wire [4:0] count          
);
    localparam GREEN  = 2'b01;   
    localparam YELLOW = 2'b10;   
    localparam RED    = 2'b11;   
    reg [1:0] current_state;   
    reg [1:0] next_state;      
    always @(*) begin
        case (current_state)
            GREEN:   next_state = (finish && pre_last) ? YELLOW : current_state;
            YELLOW:  next_state = (finish && pre_last) ? RED    : current_state;
            RED:     next_state = (finish && pre_last) ? GREEN  : current_state;
            default: next_state = GREEN;
        endcase
    end
    always @(posedge clk or negedge rst_n) begin
        if (!rst_n)
            current_state <= GREEN;
        else
            current_state <= next_state;
    end
    assign count = (current_state == GREEN)  ? 5'd18 :   
                   (current_state == YELLOW) ? 5'd3  :   
                   (current_state == RED)    ? 5'd15 :   
                                               5'd0;
    assign green_light  = (current_state == GREEN);
    assign yellow_light = (current_state == YELLOW);
    assign red_light    = (current_state == RED);
endmodule
module hex2seg (
    input  wire [3:0] hex,   
    input  wire       en,    
    output reg  [6:0] seg    
);
    always @(*) begin
        if (en) begin
            case (hex)
                4'h0: seg = 7'b0111111;   
                4'h1: seg = 7'b0000110;   
                4'h2: seg = 7'b1011011;   
                4'h3: seg = 7'b1001111;   
                4'h4: seg = 7'b1100110;   
                4'h5: seg = 7'b1101101;   
                4'h6: seg = 7'b1111101;   
                4'h7: seg = 7'b0000111;   
                4'h8: seg = 7'b1111111;   
                4'h9: seg = 7'b1101111;   
                default: seg = 7'b0000000;   
            endcase
        end else begin
            seg = 7'b0000000;   
        end
    end
endmodule
module light_counter (
    input  wire       clk,           
    input  wire       rst_n,         
    input  wire       en,            
    input  wire [4:0] light_second,  
    output wire       finish,        
    output reg  [4:0] count          
);
    always @(posedge clk or negedge rst_n) begin
        if (!rst_n)
            count <= 5'd18;                  
        else if (finish && en)
            count <= light_second;           
        else begin
            if (en)
                count <= count - 1'b1;       
            else
                count <= count;              
        end
    end
    assign finish = (count == 5'd0);   
endmodule
module second_counter (
    input  wire clk,            
    input  wire rst_n,          
    input  wire en,             
    output wire pre_last,       
    output wire second_finish   
);
    reg [6:0] second_count;   
    always @(posedge clk or negedge rst_n) begin
        if (!rst_n)
            second_count <= 7'd99;           
        else if (second_finish)
            second_count <= 7'd99;           
        else if (en)
            second_count <= second_count - 1'b1;   
        else
            second_count <= second_count;    
    end
    assign second_finish = (second_count == 7'd0);   
    assign pre_last      = (second_count == 7'd1);   
endmodule
module top (
    input  wire       clk,           
    input  wire       rst_n,         
    input  wire       en,            
    output wire       green_light,   
    output wire       yellow_light,  
    output wire       red_light,     
    output wire [6:0] seg_tens,      
    output wire [6:0] seg_units      
);
    wire       finish;         
    wire       pre_last;       
    wire       second_finish;  
    wire [4:0] count;          
    wire [4:0] light_second;   
    FSM Control (
        .clk          (clk),
        .rst_n        (rst_n),
        .finish       (finish),
        .pre_last     (pre_last),
        .green_light  (green_light),
        .yellow_light (yellow_light),
        .red_light    (red_light),
        .count        (light_second)
    );
    second_counter light (
        .clk           (clk),
        .rst_n         (rst_n),
        .en            (en),
        .pre_last      (pre_last),
        .second_finish (second_finish)
    );
    light_counter traffic_light (
        .clk          (clk),
        .rst_n        (rst_n),
        .en           (second_finish),
        .light_second (light_second),
        .count        (count),
        .finish       (finish)
    );
    counter_decoder led7seg (
        .clk       (clk),
        .rst_n     (rst_n),
        .en        (en),
        .count     (count),
        .seg_tens  (seg_tens),
        .seg_units (seg_units)
    );
endmodule
### flow/config.mk
export PLATFORM = sky130hd
export DESIGN_NAME = top
export DESIGN_NICKNAME = top
export VERILOG_FILES = /design/flow/design.v
export SDC_FILE = /design/flow/constraint.sdc
export NUM_CORES = 4
export LEC_CHECK = 1
export CORE_AREA = 10 10 106 106
export DIE_AREA = 0 0 116 116
### flow/constraint.sdc
current_design top

set clk_period 2.8
set clk_io_pct 0.2

create_clock -name clk0 -period $clk_period [get_ports {clk}]

set non_clock_inputs [all_inputs -no_clocks]
set_input_delay [expr $clk_period * $clk_io_pct] -clock clk0 $non_clock_inputs
set_output_delay [expr $clk_period * $clk_io_pct] -clock clk0 [all_outputs]
==> run_results.csv <==
group,metric,value,unit
worst_setup_path,worstPathRequired,2.24,ns
hold_path,hp-start,"traffic_light.count[1]$_DFFE_PN1P_",
clock_network,insertion_delay,0.28,ns
synthesis,edf_count,0,
grt,grt_first_pass_wirelength,6.68,mm
placed_design,post-dp-hpwl,2.88,mm
worst_setup_path,cp_num_buf_inv,5,
die,die_area,13500,um^2
worst_setup_path,crit_family,"simple AND/OR/NAND/NOR gates",
clock_network,hold_buffers,0,
pwr,switchingPower,0.737,mW
synthesis,ys.flops,29,
worst_setup_path,end_kind,"primary output",
pwr,p_seq_share,35.2,%
cells_and_area,regArea,734,um^2
final_timing,rsz0062_at_grt,"yes",
grt,overflow,0,
grt,antenna_found_initial,0,
worst_setup_path,cp-startpoint,"led7seg.count2hex.units_count[2]$_DFFE_PN0P_",
detailed_routing,diodes,0,
clock_network,cts_buffers,5,
synthesis,ys_area,1960,um^2
grt,grt_max_degree,30,
clock_network,numClockSinks,29,
die,core,8850,um^2
synthesis,synth_area,1960,um^2
cells_and_area,fill_cells,906,
hold_path,hold_path_class,"flop to flop",
clock_network,cts_root_buffer,"clkbuf_8",
worst_setup_path,path_cells,"inv_2 > ha_4 > and2b_2 > a21oi_4 > nand2_2 > buf_6 > buf_6 > inv_4 > ha_2 > a21oi_1 > nor2_1 > a21oi_1 > nor2_1 > dlymetal6s2s_1",
synthesis,yosys.cell_types.count,47,
detailed_routing,drt-pass1-iter-count,4,
detailed_routing,drc,0,
die,die_y,116,um
cells_and_area,logic_area,1220,um^2
worst_setup_path,startpoint_type,"flop",
worst_setup_path,max_stage_delay,0.41,ns
die,die_x,116,um
cells_and_area,lay_top_cells,"nor2_1, dfrtp_1, a21oi_1, buf_4, nand2_1",
pwr,ir_drop,0.507,mV
pwr,powerDensity,750,nW/um^2
clock_network,cts_tree,"yes",
detailed_routing,drtIter0Drc,105,
pwr,p_leak,1.17,nW
synthesis,synth_warnings,5,
final_timing,maxSlewHeadroom,69.2,%
cells_and_area,finish.utilization,29.2,%
cells_and_area,mostFrequentLayoutCell,"nor2_1",
pwr,p_int,1.20,mW
final_timing,skew,0.00494,ns
synthesis,ys_cells,214,
placed_design,portBuffers,19,
detailed_routing,avgViaCountPerCell,4.39,
final_timing,tightest_slew,0.461,ns
clock_network,cts_max_path_buffers,2,
clock_network,clk_pin_slew,0.06,ns
synthesis,synthesis.instances,214,
status,violations,"negative setup slack",
pwr,switching_share,38.0,%
synthesis,synth_seq_share,37.6,%
worst_setup_path,path_max_fanout,3,
placed_design,routabilityCongestion,0.879,
synthesis,syn_area_per_cell,9.14,um^2
worst_setup_path,critical_path_class,"flop to primary output",
worst_setup_path,crit_slowest_cell,"dfrtp_1",
die,core_util_floorplan,22.1,%
die,rows,34,
final_timing,fmax,356,MHz
final_timing,fin_crit,2.81,ns
placed_design,dpl_worst_slack,0.0296,ns
cells_and_area,area_delta_synth_final,32.1,%
detailed_routing,drtAntennaViolNets,0,
grt,grt_util_all_layers,5.79,%
final_timing,finalClockPeriodUsage,100,%
final_timing,setup_viol,1,
synthesis,synthArstFlopShare,100,%
final_timing,fin_ws,-0.00587,ns
pwr,clkPwrFrac,16.9,%
die,ios,20,
status,status,"finished, violations left",
detailed_routing,wl_per_cell,11.3,um
pwr,power_frac_comb,47.9,%
detailed_routing,vias,1582,
cells_and_area,drive_gt1_share,28.6,%
final_timing,finalHoldViolCount,0,
synthesis,flop_cell,"dfrtp_1",
job,max_cap_violations,0,
worst_setup_path,crit_arrival,2.25,ns
detailed_routing,wl,4.05,mm
worst_setup_path,r2r_start,"light.second_count[0]$_DFFE_PN1P_",
job,log.warning_count,36,
clock_network,cts_max_level,2,
final_timing,slew_violations,0,
grt,first_global_vias,1460,
logic make-up (layout without fill, tap and decap cells):
logic type | Yosys count | count (layout) | synth area share (%)
AOI/OAI and AO/OA | 45 | 45 | 14.8
xor gates and xnor gates | 12 | 12 | 5.37
adders and majority gates | 14 | 14 | 8.96
buffers and inverters | 23 | 61 | 4.80
DFF | 29 | 29 | 37.6
muxes | 11 | 11 | 6.27
and+or+nand+nor | 80 | 80 | 22.3
final timing paths:
kind / endpoint / slack [ns] / depth (start not counted)
hold reg to reg: led7seg.count2hex.count_reg[1]$_DFF_PN0_ / 0.42 / 0
setup / recovery: seg_units[4] / -0.006 / 14
setup reg to reg: traffic_light.count[4]$_DFFE_PN1P_ / 0.98 / 6
max in group asynchronous: traffic_light.count[1]$_DFFE_PN1P_ / 1.83 / 2
min in group asynchronous: asynchronous set/reset pin / 0.66 / 2
hold / removal: led7seg.count2hex.count_reg[1]$_DFF_PN0_ / 0.42 / 0
timing repair:
item / 4_1_cts / 5_1_grt
gates resized: 16 / 26
endpoints found under the hold margin: 0 / 0
setup endpoints to repair: 9 / 14
buffers inserted: 3 / 4
pin swaps: 5 / 9
power by group through the flow:
stage | registers [mW] | logic (mW) | clock network, mW
finish | 0.681 | 0.928 | 0.328
global route | 0.696 | 1.04 | 0.359
CTS | 0.680 | 0.891 | 0.339
cells in the mapped netlist (all sizes together), types with 4 or more instances:
| cell type | n | area share [%] |
|---|---|---|
| nor2 | 26 | 5.0 |
| dfrtp | 22 | 28 |
| nand2 | 19 | 3.8 |
| a21oi | 18 | 5.2 |
| inv | 15 | 2.9 |
| ha | 14 | 9.0 |
| o21ai | 9 | 2.3 |
| dfstp | 7 | 9.4 |
| mux2 | 7 | 4.2 |
| nand3 | 6 | 1.8 |
| nor3 | 6 | 1.5 |
| xnor2 | 6 | 2.7 |
| xor2 | 6 | 2.7 |
| buf | 5 | 1.3 |
| a31oi | 4 | 1.3 |
| mux2i | 4 | 2.0 |
| or3 | 4 | 1.3 |
area by class of cell:
| class | instances | share of cell area, % |
|---|---|---|
| multi-input combinational | 162 | 47.3 |
| sequential | 29 | 28.4 |
| timing repair buffer | 38 | 13.6 |
| tap | 108 | 5.23 |
| clock buffer | 6 | 2.81 |
| inverter | 15 | 2.28 |
| clock inverter | 2 | 0.388 |
metrics by stage:
step | power (mW) | hold slack (ns) | cell area (um^2) | TNS, ns | instances
floorplan | 1.30 | 0.264 | 1960 | 0 | 214
global placement | 1.55 | 0.420 | 2330 | 0 | 345
detailed placement | 1.56 | 0.420 | 2330 | 0 | 345
CTS | 1.91 | 0.425 | 2470 | -0.570 | 356
global route | 2.10 | 0.429 | 2580 | -0.615 | 360
finish | 1.94 | 0.424 | 2580 | -0.00587 | 360
layer usage:
layer	up-vias	global-route usage, %	wire length [um]
met2	26	8.08	1650
li1	818	-	-
met4	0	0.667	25
met5	-	0	0
met3	4	1.99	261
met1	734	8.70	2120
worst register-to-register path, stage by stage (launching register included):
cell	delay, ns
dfstp_2	0.39
inv_1	0.08
ha_1	0.16
nor4b_4	0.33
nand3_2	0.15
or3_1	0.34
mux2_4	0.30
Power is estimated from default activity; no workload was simulated.
